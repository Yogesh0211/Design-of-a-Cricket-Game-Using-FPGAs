File: design/flow/config.mk
export PLATFORM = sky130hd
export DESIGN_NAME = Cricket
export DESIGN_NICKNAME = Cricket
export VERILOG_FILES = /design/flow/design.v
export SDC_FILE = /design/flow/constraint.sdc
export NUM_CORES = 4
export LEC_CHECK = 1
export CORE_AREA = 10 10 93 93
export DIE_AREA = 0 0 103 103
File: design/flow/constraint.sdc
current_design Cricket

set clk_period 4.0
set clk_io_pct 0.2

create_clock -name clk0 -period $clk_period [get_ports {clk_fpga}]

set non_clock_inputs [all_inputs -no_clocks]
set_input_delay [expr $clk_period * $clk_io_pct] -clock clk0 $non_clock_inputs
set_output_delay [expr $clk_period * $clk_io_pct] -clock clk0 [all_outputs]
File: design/flow/design.v
module Cricket(
    input clk_fpga,    
    input reset,       
    input btnU,        
    input sw,          
    output dp,         
    output [6:0] seg,  
    output [3:0] an,   
    output [7:0] led   
    );
	 wire delivery;             
	 wire [7:0] binaryRuns;     
	 wire [3:0] binaryWickets;  
	 wire inningOver;           
	 wire gameOver;             
	 wire winner;               
	 debounce d0(clk_fpga, btnU, delivery);
	 cricketGame g0(clk_fpga, reset, delivery, sw, binaryRuns, binaryWickets, led, inningOver, gameOver, winner);
	 bcdDisplay b0(clk_fpga, binaryRuns, binaryWickets, inningOver, gameOver, winner, an, dp, seg);
endmodule
module D_FF(
    input clk,  
    input D,    
    output reg Q,
output reg Qbar
    );
	 always @ (posedge clk)	begin
		Q <= D;
		Qbar <= !Q;
	 end
endmodule
module bcd7seg(
	 input [3:0] y, 
	 output reg [6:0] segs
    );
	 always @ (y) 
	 begin 
	 case (y)
	 0: segs = 7'b100_0000;   
	 1: segs = 7'b111_1001;   
	 2: segs = 7'b010_0100;   
	 3: segs = 7'b011_0000;   
	 4: segs = 7'b001_1001;   
	 5: segs = 7'b001_0010;   
	 6: segs = 7'b000_0010;   
	 7: segs = 7'b111_1000;   
	 8: segs = 7'b000_0000;   
	 9: segs = 7'b001_0000;   
	 10: segs = 7'b000_1000;  
	 11: segs = 7'b000_0011;  
	 12: segs = 7'b101_1111;  
	 13: segs = 7'b100_1111;  
	 14: segs = 7'b111_1101;  
	 15: segs = 7'b000_0111;  
	 endcase 
	 end
endmodule
module bcdDisplay(
	 input clk_fpga,			 
	 input [7:0] binaryRuns,	 
	 input [3:0] binaryWickets,	 
	 input inningOver,		 
	 input gameOver,			 
	 input winner,			 
	 output [3:0] an,			 
	 output dp,				 
	 output [6:0] seg			 
    );
	 wire clk_1kHz;                             
	 wire [3:0] mux_out;                        
	 wire [1:0] counter_out;                    
	 wire [3:0] wickets, ones, tens, hundreds;  
	 binary_to_BCD b1 (binaryRuns, binaryWickets, inningOver, gameOver, winner, wickets, ones, tens, hundreds);
	 slowClock_1kHz b2 (clk_fpga, clk_1kHz);
	 two_bit_counter b3 (clk_1kHz, counter_out);
	 decoder2to4 b4 (counter_out, dp, an);
	 mux4to1 b5 (counter_out, wickets, ones, tens, hundreds, mux_out);
	 bcd7seg b6 (mux_out, seg);
endmodule
module binary_to_BCD(
    input [7:0] binaryRuns,
    input [3:0] binaryWickets,
    input inningOver,
    input gameOver,
    input winner,
    output reg [3:0] wickets, ones, tens, hundreds
    );
	 reg [7:0] data;  
	 always@ (binaryRuns, binaryWickets, inningOver, gameOver, winner)	begin 
	 if(~gameOver)  
		begin 
		if(inningOver)
			begin 
			hundreds <= 4'b1100;  
			tens <= 4'b1101;      
			ones <= 4'b0000;      
			wickets <= 4'b1110;   
			end 
		else
			begin 
			data = binaryRuns; 
			hundreds <= data / 100; 
			data = data % 100; 
			tens <= data / 10; 
			ones <= data % 10;
			wickets <= (binaryWickets % 10);
			end
		end 
	 else  
		begin 
		case (winner)  
		0: begin       
			hundreds <= 4'b1111; 
			tens <= 4'b0000; 
			ones <= 4'b0001; 
			wickets <= 4'b0000; 
			end 
		1: begin       
			hundreds <= 4'b1111; 
			tens <= 4'b0000; 
			ones <= 4'b0010; 
			wickets <= 4'b0000;
			end 
		endcase 
		end
	 end
endmodule
module cricketGame(
    input clk_fpga,
    input reset,
    input delivery,
    input teamSwitch,
    output [7:0] runs,
    output [3:0] wickets,
    output [7:0] leds,
    output inningOver,
    output gameOver,
    output winner
    );
	 wire [11:0] team1Data;  
	 wire [11:0] team2Data;  
	 wire [6:0] team1Balls;  
	 wire [6:0] team2Balls;  
	 wire [3:0] lfsr_out;    
	 lfsr g1(clk_fgpa, reset, lfsr_out);
	 score_and_wickets g2(clk_fpga, reset, delivery, teamSwitch, lfsr_out, gameOver, runs, wickets, team1Data, team2Data);
	 score_comparator g3(clk_fpga, reset, team1Data, team2Data, team1Balls, team2Balls, wickets, leds, inningOver, gameOver, winner);
	 led_controller g4(clk_fpga, reset, teamSwitch, delivery, lfsr_out, inningOver, gameOver, leds, team1Balls, team2Balls);
endmodule
module debounce(
    input clk_fpga,		 
    input button,			 
    output debounced_button	 
    );
	 wire Q1;		 
	 wire Q2;		 
	 wire Q2_bar;	 
	 slowClock_10Hz u1(clk_fpga, clk_10Hz);	 
	 D_FF d1(clk_10Hz, button, Q1);		 
	 D_FF d2(clk_10Hz, Q1, Q2);			 
	 assign Q2_bar = ~Q2;				 
	 assign debounced_button = Q1 & Q2_bar;	 
endmodule
module decoder2to4(
	 input [1:0] en, 
	 output reg dp, 
	 output reg [3:0] an
    );
	 always@ (en)	begin 
		 case (en) 
		 0: begin
			 an = 4'b1110; 
			 dp = 1'b1;
			 end 
		 1: begin
			 an = 4'b1101; 
			 dp = 1'b0;  
			 end 
		 2: begin
			 an = 4'b1011; 
			 dp = 1'b1;
			 end 
		 3: begin
			 an = 4'b0111; 
			 dp = 1'b1;
			 end 
		 endcase 
	 end
endmodule
module led_controller(
	 input clk_fpga,
	 input reset,
	 input teamSwitch,
	 input delivery,
	 input [3:0] lfsr_out,
	 input inningOver,
	 input gameOver,
	 output reg [7:0] leds,
	 output reg [6:0] team1Balls,
	 output reg [6:0] team2Balls
	 );
	 wire [7:0] scroll;  
	 always @ (posedge clk_fpga, posedge reset)	begin 
		 if (reset)
			begin 
			leds <= 0; 
			team1Balls <= 0; 
			team2Balls <= 0;
			end 
		 else if(gameOver)
			leds <= scroll;  
		 else if(delivery)
			begin 
			if((teamSwitch == 0) && (inningOver == 0))  
				begin 
				case (lfsr_out)                               
					13,14: team1Balls <= team1Balls;        
					default: team1Balls <= team1Balls + 1;  
				endcase
				leds <= team1Balls;
				end 
			else if ((teamSwitch) && (inningOver == 0))  
				begin 
				case (lfsr_out)                               
					13,14: team2Balls <= team2Balls;        
					default: team2Balls <= team2Balls + 1;  
				endcase
				leds <= team2Balls;
				end 
			end 
		 else if(~teamSwitch)
				leds <= team1Balls; 
		 else
				leds <= team2Balls; 
	 end
	 scroll_Leds g5 (clk_fpga, scroll);
endmodule
module lfsr(
    input clk_fpga, 
	 input reset,
    output [3:0] lfsr_out
    );
	 reg [5:0] shift;
	 wire xor_sum;
	 assign xor_sum = shift[1] ^ shift[4];  
	 always @ (posedge clk_fpga)	begin
		if(reset)
			shift <= 6'b111111;
		else
			shift <= {xor_sum, shift[5:1]};   
	 end
	 assign lfsr_out = shift[3:0];  
endmodule
module mux4to1(
	 input [1:0] sel, 
	 input [3:0] A,B,C,D, 
	 output [3:0] Y
    );
	 assign Y = (sel==0)?A : (sel==1)?B : (sel==2)?C : D;
endmodule
module score_and_wickets(
    input clk_fpga,
    input reset,
    input delivery,
    input teamSwitch,
    input [3:0] lfsr_out,
    input gameOver,
    output reg [7:0] runs,
    output reg [3:0] wickets,
    output reg [11:0] team1Data,  
    output reg [11:0] team2Data   
    );
	 localparam single = 16;
	 localparam double = 32;
	 localparam triple = 48;
	 localparam four = 64;
	 localparam six = 96;
	 always @ (posedge clk_fpga, posedge reset)
	 begin
		if (reset)
			begin
			runs <= 0;
			wickets <= 0;
			team1Data <= 0;
			team2Data <= 0;
			end
		else if (gameOver)
			begin
			runs <= runs;
			wickets <= wickets;
			team1Data <= team1Data;
			team2Data <= team2Data;
			end
		else if(delivery)
			begin
				if((~teamSwitch) && (wickets < 10))  
					begin
					case (lfsr_out)  
						0,1,2:	team1Data <= team1Data;               
						3,4,5,6:	team1Data <= team1Data + single;
						7,8,9:	team1Data <= team1Data + double;
						10:		team1Data <= team1Data + triple;
						11:		team1Data <= team1Data + four;
						12:		team1Data <= team1Data + six;
						13,14:	team1Data <= team1Data;               
						15:		team1Data <= team1Data + 1;              
					endcase
					runs <= team1Data[11:4];
					wickets <= team1Data[3:0];
					end
				else if((teamSwitch) && (wickets < 10))  
					begin
					case (lfsr_out)  
						0,1,2:	team2Data <= team2Data;			 
						3,4,5,6:	team2Data <= team2Data + single;
						7,8,9:	team2Data <= team2Data + double;
						10:		team2Data <= team2Data + triple;
						11:		team2Data <= team2Data + four;
						12:		team2Data <= team2Data + six;
						13,14:	team2Data <= team2Data;			 
						15:		team2Data <= team2Data + 1;		 
					endcase
					runs <= team2Data[11:4];
					wickets <= team2Data[3:0];
					end
				end
			else  
				begin
				case (teamSwitch)
				0: begin
					runs <= team1Data[11:4];
					wickets <= team1Data[3:0];
					end
				1: begin
					runs <= team2Data[11:4];
					wickets <= team2Data[3:0];
					end
				endcase
				end
	 end
endmodule
module score_comparator(
    input clk_fpga,
    input reset,
	 input [11:0] team1Data, 
	 input [11:0] team2Data, 
	 input [6:0] team1Balls, 
	 input [6:0] team2Balls, 
	 input [3:0] wickets, 
	 input [7:0] balls, 
	 output reg inningOver, 
	 output reg gameOver, 
	 output reg winnerLocked
    );
	 always @ (posedge clk_fpga)	begin 
		 if((wickets >= 10) || (balls >= 120))
			inningOver <= 1; 
		 else
			inningOver <= 0; 
	 end
	 always @ (posedge clk_fpga, posedge reset)	begin 
		 if (reset)
			gameOver <= 0; 
		 else if(((team1Data[3:0] >= 10) || (team1Balls >= 120)) && ((team2Data[3:0] >= 10) || (team2Balls >= 120)))
			gameOver <= 1; 
		 else
			gameOver <= gameOver;
	 end
	 always @ (posedge gameOver)	begin 
		 if (team1Data[11:4] > team2Data[11:4])  
			winnerLocked <= 0;  
		 else
			winnerLocked <= 1;  
	 end
endmodule
module scroll_Leds(
    input clk_fpga,
    output reg [7:0] led
    );
	 wire clk_10Hz;  
	 always @ (posedge clk_10Hz)	begin 
		 if (led == 8'hff)
			led <= 8'hfe;  
		 else
			led <= {led[6:0], 1'b1};  
	 end
	 slowClock_10Hz c0 (clk_fpga, clk_10Hz);
endmodule
module slowClock_10Hz(
    input clk_fpga,	 
    output reg clk_10Hz	 
    );
	 reg [22:0] period_count = 0;	 
	 always@ (posedge clk_fpga)
	 begin
	 period_count <= period_count + 1'b1;
	 if (period_count == 5_000_000)
		begin 
		period_count <= 0;	 
		clk_10Hz <= ~clk_10Hz;	 
		end 
	 end
endmodule
module slowClock_1kHz(
	 input clk_fpga,      
	 output reg clk_1kHz  
    );
	 reg [15:0] period_count = 0;	 
	 always @ (posedge clk_fpga)
	 begin
	 period_count <= period_count + 1'b1;
	 if (period_count == 50_000)
		begin 
		period_count <= 0;	 
		clk_1kHz <= ~clk_1kHz;	 
		end 
	 end
endmodule
module two_bit_counter(
	 input clk,          
	 output reg [1:0] Q  
    );
	 always @ (posedge clk)	begin
	 Q <= Q + 1'b1; 
	 end
endmodule
File: design/flow/run.sh
#!/bin/bash
# OpenROAD 26Q1-2900-gdf79404cd8, Yosys 0.63+post, stock flow scripts
make -C /OpenROAD-flow-scripts/flow DESIGN_CONFIG=/design/flow/config.mk WORK_HOME=/design/flow/orfs finish
==> flow_summary.toml <==
# synthesis and place-and-route metrics
[critical_path]
crit_slowest_cell = "dfxtp_1"
worstSetupPathType = "reg2reg"
r2r_setup_slack_ps = 2380
rr_worst_depth = 5
r2r-start = "b0.b2.period_count[0]"
worstPathRequired_ps = 3930
endpoint_kind = "register"
max_stage_delay_ps = 350
worstPathCellList = "inv_1 > ha_1 > nor4b_1 > nand4_1 > nor3_4"
path_buffers = 1
crit_family = "simple AND/OR/NAND/NOR gates"
worst_ep_arrival_time_ps = 1550
rr_endpoint = "b0.b2.clk_1kHz"
worst-path-max-fanout = 6
worst_setup_path_start_kind = "register"

[yosys]
synth_flops = 19
top_cells_by_area = "dfxtp_1 35%, buf_4 12%, ha_1 7.3%"
most_common_cell = "dfxtp_1"
synthCells = 110
yosysTopAreaCell = "dfxtp_1"
yosysChipArea_um2 = 1030
top_cell_area_share_pct = 34.8
synth_cell_types = 27
syn_area_um2 = 1030
async_reset_ff_share_pct = 0
edf_count = 1
top_cells_by_count = "18 x dfxtp_1, 16 x buf_4, 9 x inv_1, 9 x nor2_1, 8 x nand3_1"
syn_area_per_cell_um2 = 9.41
synth_seq_share_pct = 37.7
synth_warnings = 15
ff_type = "dfxtp_1"
ys_cells = 110

[floorplan]
rows = 30
die_w_um = 103
io_pins = 24
die_h_um = 103
coreArea_um2 = 6760
chipArea_um2 = 10600
fp_util_pct = 15.3

[final_layout]
instances_no_fill = 193
drive_gt1_share_pct = 8.85
area_growth_pct = 10.9
fill_cells = 754
post-route-util_pct = 17.0

[grt]
grt_pass1_vias = 597
antenna_found_initial = 0
track_usage_pct = 3.19
grt_overflow = 0
grt_start_max_net_pins = 11
grt_pass1_wl_mm = 2.79

[sta]
fin_crit_sh_pct = 40.5
hold_viol = 0
fin_worst_skew_ps = 3.48
unclocked_regs = 2
drv_slew = 0
untimed_endpoints = 7
tns_ps = 0
finalSetupViolCount = 0
period_minus_slack_ps = 1620
rsz0062_at_grt = "false"
max_freq_mhz = 617

[clock_tree]
clockBufferDepth = 2
insertion_delay_ps = 250
cts_root_buf = "clkbuf_8"
clkSlewWorstSetupHoldPaths_ps = 70
numCtsBuffers = 3
hold_buffers = 0
cts_setup_buffers = 0
htree_levels = 1
cts_tree = "done"
cts.repair.resized = 0

[power_and_ir_drop]
vdd_drop_max_uv = 207
finalPower_mw = 0.299
p_leak_nw = 0.452
p_per_area_nw_per_um2 = 261

[placed_design]
dp_hpwl_mm = 1.23
port_buffers = 5
gp_congestion = 0.817
dp.cells = 189

[run]
drv_cap = 0
log.warning_count = 32

[min_path]
hp-start = "b0.b2.period_count[13]"
whs_path_depth = 1
hold_end = "b0.b2.period_count[13]"
hp-class = "reg2reg"

[routing]
diodes = 0
wl_per_cell_um = 8.21
drc = 0
viasPerCell = 3.37
firstDrtPassIters = 4
num_vias = 650
drtIter0Drc = 81
ant_nets = 0
finalWirelength_mm = 1.58

[run_status]
outcome = "finished clean"
==> flip-flops by register name, indices dropped and copies added (netlist names) <==
name                flops
b0.b2.period_count     16
b0.b2.clk_1kHz          1
b0.b3.Q                 2
==> layout make-up <==
cell class | count | area, um^2 | area share, %
multi-input cells | 76 | 527 | 45.9
flip-flops and latches | 19 | 390 | 34.0
well taps | 80 | 100 | 8.72
repair buffers | 5 | 50.0 | 4.36
clock buffers | 3 | 41.3 | 3.60
inverters | 9 | 33.8 | 2.94
clock inverters | 1 | 5.00 | 0.436
==> layer usage <==
metal | GRT usage, % | up-vias | wire length [um]
met5 | 0 | - | 0
met4 | 0.214 | 0 | 0
met3 | 1.22 | 0 | 115
met2 | 4.34 | 13 | 634
met1 | 4.82 | 297 | 833
li1 | - | 340 | -
==> through the flow <==
stage	worst slack (ps)	area [um^2]	hold slack, ps
after floorplan	2520	1080	448
after global placement	2410	1100	473
after detailed placement	2410	1100	479
after CTS	2390	1150	492
after global routing	2270	1150	528
final	2380	1150	489
==> cell families after synthesis <==
logic type	Yosys count	share of synthesized area, %
buf+inv	28	16.1
fa+ha+maj	6	7.25
simple gates	41	26.4
other cells	2	0.726
xor+xnor	14	11.9
flops	19	37.7
==> worst max-delay path by stage <==
stage                            startpoint  cells after the start        endpoint
after CTS             b0.b2.period_count[0]                      5  b0.b2.clk_1kHz
after global routing  b0.b2.period_count[0]                      5  b0.b2.clk_1kHz
final                 b0.b2.period_count[0]                      5  b0.b2.clk_1kHz
==> where the power goes <==
| part | leakage, nW | switching [mW] | total (mW) | internal [mW] |
|---|---|---|---|---|
| Combinational | 0.270 | 0.000732 | 0.000732 | 0 |
| Sequential | 0.157 | 0 | 0.171 | 0.171 |
| Clock | 0.0255 | 0.0587 | 0.128 | 0.0691 |
==> cells in the final DEF (no fill, tap or decap) <==
cell type | Yosys | final
nand3_4 | 1 | 1
nor3_1 | 3 | 3
clkdlybuf4s50_1 | 0 | 5
nand4_1 | 5 | 5
xor2_1 | 7 | 7
clkbuf_8 | 0 | 3
or4b_4 | 1 | 1
nor4_4 | 1 | 1
nand2_1 | 2 | 2
or4_4 | 1 | 1
conb_1 | 2 | 15
nand3_1 | 8 | 8
nor4b_1 | 1 | 1
dfxtp_1 | 18 | 18
ha_1 | 6 | 6
and3_1 | 2 | 2
nand4b_1 | 1 | 1
nor2_1 | 9 | 9
and3_2 | 1 | 1
nor4_1 | 2 | 2
nor2b_1 | 1 | 1
xnor2_1 | 7 | 7
nor3_4 | 1 | 1
edfxtp_1 | 1 | 1
inv_1 | 9 | 9
and4_1 | 1 | 1
clkinv_2 | 0 | 1
No activity file was given, so power comes from the tool's default toggle rates.
